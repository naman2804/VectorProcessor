### design/flow/run.sh
#!/bin/bash
# OpenROAD 26Q1-2900-gdf79404cd8, Yosys 0.63+post, stock flow scripts
make -C /OpenROAD-flow-scripts/flow DESIGN_CONFIG=/design/flow/config.mk WORK_HOME=/design/flow/orfs finish
### design/flow/constraint.sdc
current_design decoder

set clk_period 1.0
set clk_io_pct 0.2

create_clock -name clk0 -period $clk_period [get_ports {clk}]

set non_clock_inputs [all_inputs -no_clocks]
set_input_delay [expr $clk_period * $clk_io_pct] -clock clk0 $non_clock_inputs
set_output_delay [expr $clk_period * $clk_io_pct] -clock clk0 [all_outputs]
### design/flow/config.mk
export PLATFORM = sky130hd
export DESIGN_NAME = decoder
export DESIGN_NICKNAME = decoder
export VERILOG_FILES = /design/flow/design.v
export SDC_FILE = /design/flow/constraint.sdc
export NUM_CORES = 4
export LEC_CHECK = 1
export CORE_AREA = 10 10 70 70
export DIE_AREA = 0 0 80 80
### design/flow/design.v
module decoder(
inst,
rs1,
rs2,
rd,
reg_wrt,
rst,
clk,
alu_control);
input [31:0] inst;
input rst,clk;
output reg [4:0] rs1,rs2,rd;
output reg [3:0] alu_control;
output reg reg_wrt;
always @ (posedge clk) 
begin
  if(rst==1'b0) begin
  rs1<= inst[19:15] ;
  rs2 <= inst[24:20];
  rd<= inst[11:7];
  alu_control<=inst[3:0];
  reg_wrt<=1'b1;
  end
  else begin
   rs1<= 5'b0 ;
  rs2 <= 5'b0;
  rd<= 5'b0;
  alu_control<=4'b0;
  end
end
endmodule
==> impl_metrics.csv <==
group,metric,value,unit
clock_tree,cts_tree,"done",
die,dieWidth,80,µm
placement,portBuffers,39,
min_path,holdPathEnd,"rs1[4]",
pwr,power_density,1400,nW/µm²
grt,grt_usage,4.18,%
setup_path,crit_path_max_fanout,1,
min_path,worstHoldStart,"inst[19]",
synthesis,netlist_instances,41,
sta,fmax,1100,MHz
synthesis,yosysTopAreaCellShare,72.0,%
pwr,finalPower,1320,µW
placement,hpwlAfterDp,1260,µm
route,avgViaCountPerCell,3.05,
synthesis,yosys-top-cells-area,"dfxtp_1, nor2b_1, and2b_1",
sta,period_minus_slack,0.907,ns
clock_tree,cts-root-buf,"clkbuf_4",
clock_tree,cts_buffers,3,
setup_path,cp-start-kind,"flop",
setup_path,path_cells,"buf_2",
sta,final_max_slew_viol_count,0,
grt,grt_overflow,0,
pwr,ir_drop,0.000683,V
sta,holdWs,0.450,ns
finish,combGateArea,133,µm²
min_path,min_path_type,"input pin to flop",
route,drc,0,
setup_path,path_class,"flop to output port",
sta,hold_viol,0,
grt,first_global_vias,471,
setup_path,crit_path_end_kind,"output port",
route,drt_wl_total,1390,µm
synthesis,ys_ff,19,
setup_path,required,0.80,ns
placement,place_congestion,0.694,
flow_run,tool_warnings,38,
synthesis,yosysUniqueCellTypes,5,
route,drt_iter0_markers,0,
finish,fillers,377,
finish,drive_above_1_share,41.2,%
grt,antenna_found_initial,0,
synthesis,top_area_cell,"dfxtp_1",
grt,grt_start_max_net_pins,11,
route,antenna_cells,0,
die,coreArea,3420,µm²
sta,setup_viol,0,
setup_path,cp.buffers_inverters,1,
pwr,leakagePower,0.000429,µW
clock_tree,post_cts_buffers,0,
synthesis,post_synth_instance_area,528,µm²
synthesis,yosys_warnings,1,
min_path,min_delay_path_depth,2,
route,wire_per_inst,10.6,µm
setup_path,path_delay_family,"flip-flops",
clock_tree,cts.clk_slew.worst_paths,0.09,ns
clock_tree,cts_max_path_buffers,2,
outcome,status,"finished clean",
route,dr.pass1.iters,1,
die,fp_util,15.5,%
finish,fin_util,27.5,%
sta,rsz0062_at_grt,"no",
die,die_h,80,µm
flow_run,drv_cap,0,
setup_path,arrival,0.71,ns
synthesis,avgSynthCellArea,12.9,µm²
setup_path,max_stage_delay,0.32,ns
route,dr_total_vias,400,
clock_tree,cts_hold_buf,0,
synthesis,ys_cells,41,
setup_path,cpMaxStageDelayCell,"dfxtp_2",
finish,ff_latch_area,393,µm²
placement,post_dp_cell_area,996,µm²
sta,period_used_share,90.7,%
clock_tree,clock-sinks,19,
clock_tree,htree_levels,1,
finish,fin_area,940,µm²
finish,syn2layout_area_growth,78.0,%
synthesis,ys_area,528,µm²
grt,grt_first_pass_wirelength,2100,µm
synthesis,yosysSeqAreaShare,72.0,%
die,rows,21,
die,io_pins,54,
die,die_area,6400,µm²
route,drtAntennaViolNets,0,
[power breakdown]
group          leakage (µW)  internal [µW]  switching [µW]
Sequential         0.000161            801            9.55
Combinational      0.000253            126            34.5
Clock             0.0000150            155             193
Total              0.000429           1080             237
[cell type report]
type                    count  share of cell area [%]
clock buffers               4                    2.80
multi-input cells          20                    14.1
flip-flops and latches     19                    41.8
well taps                  46                    6.13
repair buffers             42                    35.2
[stage by stage]
| step | worst slack (ns) | TNS, ns | std cells |
|---|---|---|---|
| after floorplan | 0.509 | 0 | 41 |
| after global placement | -0.0948 | -1.53 | 127 |
| after detailed placement | -0.0991 | -1.55 | 127 |
| after CTS | 0.00292 | 0 | 131 |
| after global routing | 0.0423 | 0 | 131 |
| final | 0.0926 | 0 | 131 |
[synth_stat cells]
master / instances
and2b_1: 8
buf_4: 2
conb_1: 1
dfxtp_1: 19
nor2b_1: 11
[registers in the layout, indices dropped and copies added, names as in the netlist]
register and count:
rs1 5, alu_control 4, rs2 5, rd 5
[logic make-up (layout without fill, tap and decap cells)]
kind of cell / count (synthesis) / after routing / synth area share (%)
buffers and inverters: 2 / 46 / 2.84
flip-flops: 19 / 19 / 72.0
other: 1 / 1 / 0.710
AND/OR/NAND/NOR: 19 / 19 / 24.4
[per-layer routing]
metal,up-vias,GRT usage [%],part of all wire [%]
met3,0,3.64,16
met1,166,3.59,38
met5,-,0,0
li1,206,-,-
met2,28,7.54,47
met4,0,0,0
[worst max-delay path by stage]
stage                          start        endpoint  depth (start not counted)
final                         rs1[4]          rs1[4]                          1
after global routing          rs1[2]          rs1[2]                          1
after CTS             alu_control[2]  alu_control[2]                          1
[cells in the final DEF (no fill, tap or decap)]
cell	netlist	routed
buf_12	0	1
buf_2	0	7
clkbuf_1	0	1
and2b_1	8	8
clkbuf_2	0	12
clkdlybuf4s50_1	0	20
conb_1	1	1
clkbuf_4	0	3
buf_4	2	2
dfxtp_2	0	10
nor2b_1	11	11
dfxtp_1	19	9
[what timing repair did]
action,in CTS,in global routing
resized,46,21
endpoints found under the setup margin,19,12
hold endpoints to repair,0,0
gates cloned,0,0
No activity file was given, so power comes from the tool's default toggle rates.
